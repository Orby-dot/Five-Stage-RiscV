### ./run.sh
#!/bin/bash
# OpenROAD 26Q1-2900-gdf79404cd8, Yosys 0.63+post, stock flow scripts
make -C /OpenROAD-flow-scripts/flow DESIGN_CONFIG=/design/flow/config.mk WORK_HOME=/design/flow/orfs finish
### ./config.mk
export PLATFORM = sky130hd
export DESIGN_NAME = bypass_excute
export DESIGN_NICKNAME = bypass_excute
export VERILOG_FILES = /design/flow/design.v
export SDC_FILE = /design/flow/constraint.sdc
export NUM_CORES = 4
export LEC_CHECK = 1
export CORE_AREA = 10 10 143 143
export DIE_AREA = 0 0 153 153
### ./design.v
module bypass_excute(
    input wire [4:0]    rs1_decode,
    input wire [4:0]    rs2_decode,
    input wire [4:0]    rd_memory,
    input wire [4:0]    rd_write_back,
    input wire [31:0]   rs1_data_decode,
    input wire [31:0]   rs2_data_decode,
    input wire [31:0]   rd_data_memory,
    input wire [31:0]   rd_data_write_back,
    input wire [31:0]   pc,
    input wire [31:0]   imm,
    input wire [31:0]   shamt,
    input wire          pc_reg1_sel,
    input wire [1:0]    imm_rs2_shamt_sel,
    output reg [31:0]   rs1_data_out,
    output reg [31:0]   rs2_data_out
);
always@(*) begin
    if(pc_reg1_sel)
        rs1_data_out = pc;
    else begin
        if(rs1_decode == rd_memory && rs1_decode !=0 )
            rs1_data_out = rd_data_memory;
        else if (rs1_decode == rd_write_back && rs1_decode !=0 )
            rs1_data_out = rd_data_write_back;
        else
            rs1_data_out = rs1_data_decode;
    end
end
always@(*) begin
    case (imm_rs2_shamt_sel)
        2'b10, 2'b11 : rs2_data_out = imm;
        2'b01: rs2_data_out = shamt;
        default: begin 
            if(rs2_decode == rd_memory && rs2_decode !=0 )
                rs2_data_out = rd_data_memory;
            else if (rs2_decode == rd_write_back && rs2_decode !=0 )
                rs2_data_out = rd_data_write_back;
            else
                rs2_data_out = rs2_data_decode;
        end 
    endcase
end
endmodule
### ./constraint.sdc
current_design bypass_excute

set clk_period 7.0
set clk_io_pct 0.2

create_clock -name clk0 -period $clk_period

set non_clock_inputs [all_inputs -no_clocks]
set_input_delay [expr $clk_period * $clk_io_pct] -clock clk0 $non_clock_inputs
set_output_delay [expr $clk_period * $clk_io_pct] -clock clk0 [all_outputs]
==> COMMIT_EDITMSG <==
Log flow metrics for this revision

- Total of clock buffers placed in the layout: 0
- Dividing total power by cell area gives a power density of between 60 and 70 nW/um2.
* Via-to-Cell Ratio: just under 5
* GRT met2 Usage: between 20 and 30%
- Final tally of setup violations: 0
- According to the report, the first pass of detailed routing completed in 4 iterations.
* Cell with the biggest individual delay on the critical path: or4_4
- Max Fanout on Critical Path: 33
- In the synthesis report, Yosys lists the chip area as roughly 2500 um2.
* Fin. Hold Viols: 0
- Via count of the first global-routing pass: ~4800
- Ordered cell list for the critical path: clkdlybuf4s50_1 -> or4_4 -> o211a_4 -> and2_2 -> a211oi_1 -> o21ai_1 -> clkdlybuf4s50_1
- The max-slew check reports its worst relative slack as a little under half.
- The detailed placer reported the number of placed instances as slightly above 900.
* Slew at the pin closest to its max-slew limit: 0.823 ns
* Fraction of met1 tracks used by global routing: 19.9%
- The largest single stage delay on the critical path is approximately 0.57 ns.
* Post-Place Cell Area: 5820 um2
* Global route total overflow: 0
* Data arrival time of the critical path: ~4.4 ns
- Counting only logic cells after layout, the most numerous master is clkdlybuf4s50_1.
- OpenROAD warning count: 32
- Layout Area Growth over Synthesis: 129%
- Share of layout cells above drive strength 1: ~3.7%
* Count of routing violations after the opening detailed-route iteration: between 200 and 300
- Final period util: around 82%
- The die covers roughly 23000 um2.
- Kind of cell with the highest combined delay on the critical path: simple AND/OR/NAND/NOR gates
- Summed over all routing layers, the global router reports a total usage of around 16%.
* Count of sequential standard cells: 0
- Seq share, synth: 0%
* Highest clock frequency the design can meet: about 170 MHz
- The initial utilization of the core area, before any placement, comes to between 10% and 20%.
- Met3 global-route usage: between 4 and 5%
- Worst VDD drop: 38.7 uV
- Layer carrying the most global-route usage: met2
- Gates resized, CTS repair: 0
- Crit path buf inv count: 2
- Hold buffer count at cts: 0
* Number of antenna violations at the first check in global routing: 0
- The top cell types in the final layout, fill and taps aside, are clkdlybuf4s50_1 (309), a211oi_1 (63), a21boi_0 (44).
* Netlist Area Pre-Place: about 2500 um2
- Height of the die: between 150 and 200 um
- Final Max-Slew Violation Tally: 0
- Leakage power summed over all cells: 2.00 nW
- For the completed layout, the total cell area is recorded as approximately 5800 um2.
* Run status: complete, no violations
* Tally of yosys warning messages: 1
* Post-Syn Instances: around 400
* Crit. End Element: output port
* Area fraction of the dominant cell type after synthesis: a little under a fifth
* Max Cap Viol: 0
* Cell type with the largest total area after synthesis: a211oi_1
* Most common cell on crit path: clkdlybuf4s50_1
* Sequential Area: 0 um2
- Worst setup slack before clock tree synthesis: between 1 and 1.5 ns
- Per the detail_route report, routed wire per instance is about 22 um.
* Final Power: between 0.3 and 0.4 mW
- Startpoint class of the critical path: input port
- The placement report lists the number of port buffers as around 310.
- ANT cells: 0
- Maximum number of pins on one net before global-route repair: 65
* Worst hold path type: in2out
- Slack of the critical path: approximately 1.2 ns
* Type of the setup path with the least slack: in2out
- The final report gives the core utilization as 33.6%.
* Required @ worst endpoint: 5.60 ns
* Hold WS: between 3 and 4 ns
* Antenna Violating Nets Remaining: 0
- Die X: around 150 um
* Total vias in the final route: about 4400
* Yosys stat cell total: between 400 and 500
- Final WL: 20300 um
- Area of the placeable core: around 17000 um2
- HPWL after DPL: about 16000 um
* Post-route setup TNS: 0 ns
- Row count: approximately 48
- Post-route non-filler standard cell count: 907
* Setup repair after global routing missed its margin: false
- Routability Congestion: around 0.87
- Drc violations: 0
- The floorplan report gives the top-level pin count as ~310.
- Per the post-synthesis stats, the area per cell is approximately 6.2 um2.
- The routed design could run at a clock period as short as between 5 and 6 ns.
- Wire length of the first global-routing pass: 30100 um
* Count of distinct cell types in the synthesized netlist: 28
* Post-CTS setup repair buffer count: 0
- Cell area leaders: a211oi_1 (19%), a21boi_0 (13%), a22oi_1 (9.5%)
synth_stat cells:
cell type,number
nand4_1,1
buf_4,2
o211ai_1,1
a21boi_0,44
and4_1,1
o31ai_1,32
nand3_1,1
a22oi_1,32
xnor2_1,9
buf_1,2
nor2b_1,1
o21ai_1,32
clkbuf_1,38
nor3_1,4
o21ai_0,32
buf_6,4
nand2_1,34
a21boi_1,17
xor2_1,11
and3_1,3
a211oi_2,1
buf_2,4
a211oi_1,64
nor2_1,35
and2_1,2
or4_4,1
or2_2,1
o211a_4,1
final cells by class:
cell class | instances | area (um2)
well taps | 225 | 282
multi-input cells | 360 | 2350
fillers | 1851 | 11500
repair buffers | 322 | 3190
where the power goes:
part | total (mW) | internal, mW | switching (mW)
combinational | 0.373 | 0.233 | 0.140
clock | 0 | 0 | 0
sequential | 0 | 0 | 0
total | 0.373 | 0.233 | 0.140
per-layer routing:
layer	up-vias	part of all wire, %
li1	2145	-
met5	-	0
met2	212	49
met4	0	1.2
met1	1997	42
met3	16	8.6
cells by family after synthesis:
family                    synth area share (%)
AOI/OAI and AO/OA                         70.1
xor gates and xnor gates                  6.91
and+or+nand+nor                           14.0
buffers and inverters                     9.08
tightest hold or removal path: stages:
cell	delay [ns]
clkdlybuf4s50_1	0.39
nand2_1	0.06
o31ai_1	0.06
clkdlybuf4s50_1	0.40
final timing paths:
check / from / cells past startpoint / slack, ns / end
hold / removal: pc[14] / 4 / 3.72 / rs1_data_out[14]
setup / recovery: rs2_decode[2] / 7 / 1.24 / rs2_data_out[9]
Power is estimated from default activity; no workload was simulated.
