File: /design/flow/design.v
module control (
    input wire [31:0] inst,
    output wire [6:0] opcode,
    output wire [4:0] rd,
    output wire [4:0] rs1,
    output wire [4:0] rs2,
    output wire [2:0] funct3,
    output wire [6:0] funct7,
    output wire [31:0] imm,
    output wire [4:0] shamt
);
assign opcode = inst[6:0];
assign rd =     inst[11:7];
assign rs1 =    inst[19:15];
assign rs2 =    inst[24:20];
assign funct3 = inst[14:12];
assign funct7 = inst[31:25];
assign shamt =  inst[24:20];
assign imm = (((opcode & 7'b100_0000) == 64) && ((~opcode & 7'b001_0100) == 20 ) ) ? {{20{inst[31]}},inst[11],inst[30:25],inst[11:8],1'b0}:  
            (((opcode & 7'b001_0100) ==20) && ((~opcode & 7'b100_0000) == 64 ) ) ? {inst[31],inst[30:20],inst[19:12],{12{1'b0}}}: 
            (((opcode & 7'b100_0100) == 68) && ((~opcode & 7'b001_0000) == 16 )) ? {{12{inst[31]}}, inst[19:12], inst[20],inst[30:25],inst[24:21],1'b0}:  
            (((opcode[6:4] & 3'b010) ==2) && ((~opcode[6:4] & 3'b101) == 5 )) ? {{21{inst[31]}},inst[30:25],inst[11:8],inst[7]}: 
            ((opcode[6:4] & 3'b111) == 7) ? {32{1'b0}}: 
            {{21{inst[31]}},inst[30:25],inst[24:21],inst[20]} ; 
endmodule
File: /design/flow/run.sh
#!/bin/bash
# OpenROAD 26Q1-2900-gdf79404cd8, Yosys 0.63+post, stock flow scripts
make -C /OpenROAD-flow-scripts/flow DESIGN_CONFIG=/design/flow/config.mk WORK_HOME=/design/flow/orfs finish
File: /design/flow/config.mk
export PLATFORM = sky130hd
export DESIGN_NAME = control
export DESIGN_NICKNAME = control
export VERILOG_FILES = /design/flow/design.v
export SDC_FILE = /design/flow/constraint.sdc
export NUM_CORES = 4
export LEC_CHECK = 1
export CORE_AREA = 10 10 70 70
export DIE_AREA = 0 0 80 80
File: /design/flow/constraint.sdc
current_design control

set clk_period 1.9
set clk_io_pct 0.2

create_clock -name clk0 -period $clk_period

set non_clock_inputs [all_inputs -no_clocks]
set_input_delay [expr $clk_period * $clk_io_pct] -clock clk0 $non_clock_inputs
set_output_delay [expr $clk_period * $clk_io_pct] -clock clk0 [all_outputs]
==> metrics.yaml <==
critical_path:
  critical_path.max_stage_delay_ns: 0.46
  worst_path_max_delay_cell: "sky130_fd_sc_hd__clkdlybuf4s50_1"
  path_buffers: 3
  cp.required_ns: 1.52
  cells_along_the_critical_path: "buf_8, buf_6, xor2_4, o22ai_1, a21o_1, clkdlybuf4s50_1"
  timing.critical_path.to_type: "output port"
  cp_max_fo: 6
  cp-start-kind: "primary input"
  path_delay_family: "buffers and inverters"
  worst_ep_arrival_time_ns: 1.51
  setup.worst_path.class: "primary input to output port"
synthesis:
  synth_stat.cells: 98
  average_cell_area_after_synthesis_sq_um: 7.70
  syn_inst: 98
  synth_cell_type_count: 27
  ys_seq_share_pct: 0
  mappedNetlistArea_sq_um: 754
  synthDominantCellAreaShare_pct: 38.8
  synth.yosys.chip_area_sq_um: 754
  yosysWarnings: 0
  yosys.area.top_type: "sky130_fd_sc_hd__buf_4"
  synth.area.top_cells: "sky130_fd_sc_hd__buf_4 39%, sky130_fd_sc_hd__a31o_1 12%, sky130_fd_sc_hd__a21o_1 10%, sky130_fd_sc_hd__and2_1 5.8%, sky130_fd_sc_hd__a22o_1 4.6%"
min_path:
  timing.hold.worst.class: "primary input to output port"
  whs_endpoint: "opcode[0]"
  hold_path_startpoint: "inst[0]"
  worst_hold_path_cells: 0
route:
  final_routed_wirelength_across_all_metal_layers_um: 3660
  dr.pass1.iters: 4
  wire_per_inst_um: 15.7
  detail_route.drc_violations: 0
  route.antenna.diode_count: 0
  via_per_inst: 4.36
  initialDrtViolationCount: 48
  antenna_left: 0
  via_count: 1015
global_route:
  grt_antenna_before_repair: 0
  grt_pass1_vias: 1146
  first_pass_grt_wire_length_um: 5800
  gr-usage-all-layers_pct: 10.8
  global_route.overflow_total: 0
  largest_net_degree_at_the_start_of_global_routing: 12
floorplan:
  ioPinCount: 101
  starting_density_pct: 22.1
  die_area_sq_um: 6400
  placementRows: 21
  floorplan.core_area_sq_um: 3420
  die_y_um: 80
  die.size.x_um: 80
finish:
  clock_buffers: 0
  final_area_sq_um: 1810
  final_layout_size_suffix_gt1_share_pct: 38.5
  nFlopsAndLatches: 0
  final_util_pct: 53.1
  syn2layout_area_growth_pct: 140
  regArea_sq_um: 0
pwr:
  static_leakage_power_nw: 0.892
  p_per_area_nw_per_um2: 244
  max-vdd-ir-drop_mv: 0.0829
  totalPowerFinal_uw: 442
timing:
  timing.setup.tns_ns: 0
  fin_crit_sh_pct: 99.7
  rsz_0062_raised_after_global_routing: "yes"
  report.final.hold_viol_count: 0
  worst_margin_pin_slew_ns: 0.262
  maxSlewHeadroom_pct: 82.5
  timing.final.crit_period_ns: 1.89
  setup_violations: 0
  slew_viol_final: 0
  max_clock_freq_mhz: 528
status:
  status: "finished, final reports clean"
job:
  cap_violations: 0
  warning_count: 34
place:
  placement.cell_area_sq_um: 1580
  gp_congestion: 0.841
  detailedPlacementHpwl_um: 2910
  numPortBuffers: 95
==> layout by cell type (no fill, tap or decap), types with 2 or more instances in the layout <==
master	synthesis	routed
sky130_fd_sc_hd__clkdlybuf4s50_1	0	55
sky130_fd_sc_hd__buf_4	39	23
sky130_fd_sc_hd__dlygate4sd2_1	0	18
sky130_fd_sc_hd__buf_6	1	15
sky130_fd_sc_hd__a31o_1	10	10
sky130_fd_sc_hd__a21o_1	10	10
sky130_fd_sc_hd__buf_2	1	8
sky130_fd_sc_hd__and2_4	0	5
sky130_fd_sc_hd__clkdlybuf4s15_1	0	5
sky130_fd_sc_hd__a22o_1	4	4
sky130_fd_sc_hd__clkbuf_2	1	4
sky130_fd_sc_hd__a211oi_4	1	3
sky130_fd_sc_hd__nor2_1	3	3
sky130_fd_sc_hd__o22ai_1	2	2
sky130_fd_sc_hd__dlymetal6s2s_1	0	2
sky130_fd_sc_hd__buf_8	0	2
==> synth_stat cells, drive strengths merged <==
cell type	number
nor2	3
a21o	10
and2	7
a22o	4
a31o	11
xor2	1
o221ai	1
buf	41
a211oi	4
o22ai	2
inv	1
and3b	1
mux2	1
and2b	1
nor4bb	1
and3	1
nand3b	1
nand2	2
mux2i	1
nand2b	1
clkbuf	3
==> per-stage QoR <==
| step | instances | setup slack, ns | hold slack, ns |
|---|---|---|---|
| after floorplan | 98 | 0.382 | 0.823 |
| after global placement | 214 | -0.729 | 0.760 |
| after detailed placement | 214 | -0.763 | 0.760 |
| after CTS | 234 | -0.0720 | 0.760 |
| after global routing | 233 | -0.0546 | 0.760 |
| final | 233 | 0.00604 | 0.760 |
==> final cells by class <==
| type | instances | area [sq um] |
|---|---|---|
| fillers | 312 | 1600 |
| inverters | 1 | 3.75 |
| multi-input cells | 53 | 504 |
| repair buffers | 133 | 1250 |
| well taps | 46 | 57.6 |
==> logic make-up (layout without fill, tap and decap cells) <==
family | Yosys count | count (layout) | synth area share (%)
XOR/XNOR | 1 | 1 | 1.16
buffers and inverters | 45 | 134 | 43.1
multiplexers | 2 | 2 | 3.32
AND/OR/NAND/NOR | 18 | 18 | 15.3
AND-OR/OR-AND | 32 | 32 | 37.1
==> report_power, final <==
group | internal [mW] | switching, mW
combinational | 0.311 | 0.131
sequential | 0 | 0
clock | 0 | 0
==> what timing repair did <==
action                     in CTS  in global routing
pin swaps                       8                  4
setup endpoints to repair      36                 22
hold buffers                    0                  0
buffers inserted               18                  2
resized                       102                 17
gates cloned                    2                  0
hold endpoints to repair        0                  0
==> worst max-delay path by stage <==
stage	start	to	slack, ns	cells after the start
CTS	inst[6]	imm[1]	-0.07	8
global route	inst[6]	imm[0]	-0.05	6
finish	inst[6]	imm[0]	0.006	6
==> layer usage <==
metal	track usage, %	routed length (um)
met1	13.1	1500
met3	4.55	497
met2	18.4	1660
met5	0	0
met4	0	0
Power figures rest on the tool's default switching activity, not on a simulated workload.
