--- ./design.v ---
module ALU(
    input wire[31:0] in_a,
    input wire[31:0] in_b,
    input wire [3:0]  control,  
    output reg [31:0] out
);
always@(in_a,in_b,control)begin
    case(control)
        4'b0000 :            out = in_a + in_b;                          
        4'b0001 :            out = {in_a[31], (in_a[30:0] << in_b) };    
        4'b0011 :            out = in_a << in_b;                         
        4'b0101 :            out = in_a >> in_b;                         
        4'b1101 :            out = ({in_a[31],{31{1'b0}}} | (in_a >> in_b));     
        4'b0100 :            out = in_a ^ in_b;                          
        4'b0110 :            out = in_a | in_b;                          
        4'b0111 :            out = in_a & in_b;                          
        default:             out = in_a - in_b;                          
    endcase
end
endmodule
--- ./run.sh ---
#!/bin/bash
# OpenROAD 26Q1-2900-gdf79404cd8, Yosys 0.63+post, stock flow scripts
make -C /OpenROAD-flow-scripts/flow DESIGN_CONFIG=/design/flow/config.mk WORK_HOME=/design/flow/orfs finish
--- ./config.mk ---
export PLATFORM = sky130hd
export DESIGN_NAME = ALU
export DESIGN_NICKNAME = ALU
export VERILOG_FILES = /design/flow/design.v
export SDC_FILE = /design/flow/constraint.sdc
export NUM_CORES = 4
export LEC_CHECK = 1
export CORE_UTILIZATION = 30
--- ./constraint.sdc ---
current_design ALU

set clk_period 20.4
set clk_io_pct 0.2

create_clock -name clk0 -period $clk_period

set non_clock_inputs [all_inputs -no_clocks]
set_input_delay [expr $clk_period * $clk_io_pct] -clock clk0 $non_clock_inputs
set_output_delay [expr $clk_period * $clk_io_pct] -clock clk0 [all_outputs]
==> GITHUB_STEP_SUMMARY <==
## Implementation flow summary

| Metric | Value |
|---|---|
| Adder Area Share | 16.45% |
| Mux area share | 20.93% |
| P_sw | 140.4 µW |
| Layout cells sized above 1 | 9.321% |
| Detail Route Antenna Nets | 0 |
| GR Util All Layers | 26.39% |
| Peak Freq | 76.18 MHz |
| Most common logic cells in the final layout | nor2_1, ha_1, clkdlybuf4s50_1, nand2_1, a21oi_1 |
| CP max-delay cell | or4_1 |
| Final hold vios | 0 |
| Chip footprint | 26410 µm² |
| Simple-gate area share of the yosys netlist | 18.92% |
| Final Cycle Share | 64.35% |
| Power Dens Cells | 28.35 nW/µm² |
| Most frequent logic cell in the layout | nor2_1 |
| Vias | 8792 |
| Initial antenna violation count | 1 |
| Synth cell types | 76 |
| Switching share of power | 55.13% |
| Fillers | 2696 |
| Final GP Congestion | 1.020 |
| Lkg Pwr | 3.540 nW |
| Xor/xnor share | 6.572% |
| Post-CTS setup repair buffer count | 0 |
| RSZ-0062 raised after global routing | no |
| Routed Wire Length | 34150 µm |
| Grt ovf | 0 |
| Clock buf count | 0 |
| Core Area | 25250 µm² |
| CP max FO | 8 |
| DR iter-0 viols | 858 |
| Max-slew headroom | 41.62% |
| Synth area leader | ha_1 |
| Vias in the first global route | 8193 |
| Crit path capture type | primary output |
| Syn Std Cell Area | 7730 µm² |
| FP Core Util | 30.61% |
| Row cnt | 58 |
| Final worst path period need | 13.13 ns |
| Number of cells in Yosys stat | 1060 |
| First-pass GRT wire length | 51450 µm |
| YS chip area | 7730 µm² |
| Min-delay worst type | in2out |
| Post-Syn Area per Cell | 7.292 µm² |
| Port Buffers | 100 |
| Setup CP Type | in2out |
| Arrival time at the worst endpoint | 9.05 ns |
| Post-route setup slack | 7.273 ns |
| Post-synth seq share | 0% |
| Post-Route Setup TNS | 0 ns |
| Logic area | 7193 µm² |
| Worst slew pin tran | 0.8738 ns |
| CP cell instances | clkdlybuf4s50_1 -> or4_1 -> or3_1 -> nor2_1 -> nand2_1 -> o41ai_1 -> xnor2_1 -> ha_1 -> a211oi_1 -> nor2_1 -> o31ai_1 -> a21o_1 -> o311ai_2 -> o41ai_4 -> mux2i_1 -> o2111ai_1 -> clkdlybuf4s50_1 |
| Area fraction in compound gates | 29.98% |
| Drt first pass iters | 5 |
| Outcome | finished, final reports clean |
| Maximum vdd drop | 0.00001356 V |
| Dpl ws | 7.265 ns |
| Largest net degree at the start of global routing | 66 |
| FF+latch area | 0 µm² |
| Area leader share | 16.19% |
| Resize count post-CTS | 0 |
| Worst path max stage delay | 0.65 ns |
| Count of final setup violators | 0 |
| Yosys synthesis warning count | 1 |
| CTS Hold Bufs | 0 |
| Post-detail-place hpwl | 26550 µm |
| Slew Viols, Final | 0 |
| Via density | 6.123 |
| DRC errors left | 0 |
| Width of the chip | 162.5 µm |
| Int Pwr | 114.3 µW |
| Crit path DRT | 16.32 ns |
| Mapped Cells | 1060 |
| Top non-seq family | AND-OR/OR-AND gates |
| Ports | 100 |
| Cell area leaders | ha_1, mux4_2, a21oi_1, nor2_1, o21ai_0 |
| Flops | 0 |
| Total of max-cap violations | 0 |
| Area Growth Syn to Fin | 16.20% |
| Die Height | 162.5 µm |
| Log Warnings | 69 |
| Startpoint types | primary input |
| Routed WL per cell | 23.78 µm |
[Yosys cell counts (8+ instances only)]
cell	number
nor2_1	122
ha_1	100
nand2_1	95
a21oi_1	94
o21ai_0	82
inv_1	64
mux4_2	50
clkbuf_1	48
xnor2_1	43
mux2i_1	39
nor3_1	22
a221oi_1	20
nand3_1	17
o211ai_1	15
xor2_1	15
a21o_1	13
buf_2	13
a31oi_1	12
o22ai_1	12
o31ai_1	12
buf_1	10
or3_1	10
mux2_2	9
o221ai_1	9
nand2b_1	8
[cell type report]
type	count	share of cell area (%)
diodes	1	0.02786
inverters	66	2.758
multi-input cells	920	80.08
well taps	330	4.597
repair buffers	119	12.54
[critical path: cells and delay by family]
family	cells	cell delay, ns
AND-OR/OR-AND	7	1.79
XOR/XNOR	1	0.11
adder cells (fa/ha/maj)	1	0.39
buffers and inverters	2	0.96
multiplexers	1	0.14
AND/OR/NAND/NOR	5	1.56
[per-stage QoR]
stage	cells	cell area [µm²]	util, %	total power, mW	hold slack [ns]
2_1_floorplan	1060	7730	-	0.1505	8.385
3_3_place_gp	1435	8980	35.56	0.2516	9.313
3_5_place_dp	1435	8980	35.56	0.2500	9.293
4_1_cts	1435	8980	35.56	0.2523	9.300
5_1_grt	1435	8980	35.56	0.2769	9.337
6_report	1436	8982	35.57	0.2546	9.290
[power by group through the flow]
stage	clock network (mW)	registers, mW	logic [mW]
5_1_grt	0	0	0.277
4_1_cts	0	0	0.252
[final timing paths]
path | startpoint | end | slack [ns] | depth (start not counted)
hold / removal | in_b[3] | out[29] | 9.29 | 7
setup / recovery | in_b[9] | out[29] | 7.27 | 17
[metal layers]
| layer | wire (µm) | track usage [%] |
|---|---|---|
| met3 | 2829 | 4.883 |
| met5 | 13 | 0 |
| met1 | 14970 | 38.28 |
| met2 | 15200 | 40.07 |
| met4 | 1135 | 7.719 |
[cells by family after synthesis]
logic type | after synthesis
xor gates and xnor gates | 58
buffers and inverters | 140
muxes | 98
and+or+nand+nor | 316
adders and majority gates | 101
AOI/OAI and AO/OA | 347
Power figures rest on the tool's default switching activity, not on a simulated workload.
